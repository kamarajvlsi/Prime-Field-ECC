**/design/flow/design.v**
```verilog
module lut11with0(a,x,y);
  input [3:0]a;
  output reg signed[4:0]x,y;
  always@(a)
  begin
    case(a)
      4'b0000:
      begin
        x<=5'sb0000;    
        y<=5'sb0000;    
      end
      4'b0001:
      begin 
        x<=5'sb0101;    
        y<=5'sb0000;    
      end
      4'b0010:
      begin 
        x<=5'sb0111;    
        y<=5'sb0000;    
      end
      4'b0011:
      begin 
        x<=5'sb1010;    
        y<=5'sb0000;    
      end
      4'b0100:
      begin 
        x<=5'sb0010;    
        y<=5'sb0001;    
      end
      4'b0101:
      begin 
        x<=5'sb0001;    
        y<=5'sb0010;    
      end
      4'b0110:
      begin 
        x<=5'sb0100;    
        y<=5'sb0010;    
      end
      4'b0111:
      begin 
        x<=5'sb0110;    
        y<=5'sb0010;    
      end
      4'b1000:
      begin 
        x<=5'sb1000;    
        y<=5'sb0100;    
      end
      4'b1001:
      begin 
        x<=5'sb1001;    
        y<=5'sb0101;    
      end
      4'b1010:
      begin 
        x<=5'sb1001;    
        y<=5'sb0110;    
      end
      4'b1011:
      begin 
        x<=5'sb1000;    
        y<=5'sb0111;    
      end
      4'b1100:
      begin 
        x<=5'sb0001;    
        y<=5'sb1001;    
      end
      4'b1101:
      begin 
        x<=5'sb0100;    
        y<=5'sb1001;    
      end
      4'b1110:
      begin 
        x<=5'sb0110;    
        y<=5'sb1001;    
      end
      4'b1111:
      begin 
        x<=5'sb0010;    
        y<=5'sb1010;    
      end
    endcase
  end
endmodule
```
**/design/flow/run.sh**
```bash
#!/bin/bash
# OpenROAD 26Q1-2900-gdf79404cd8, Yosys 0.63+post, stock flow scripts
make -C /OpenROAD-flow-scripts/flow DESIGN_CONFIG=/design/flow/config.mk WORK_HOME=/design/flow/orfs finish
```
**/design/flow/config.mk**
```make
export PLATFORM = sky130hd
export DESIGN_NAME = lut11with0
export DESIGN_NICKNAME = lut11with0
export VERILOG_FILES = /design/flow/design.v
export SDC_FILE = /design/flow/constraint.sdc
export NUM_CORES = 4
export LEC_CHECK = 1
export CORE_AREA = 10 10 70 70
export DIE_AREA = 0 0 80 80
```
**/design/flow/constraint.sdc**
```tcl
current_design lut11with0

set clk_period 1.5
set clk_io_pct 0.2

create_clock -name clk0 -period $clk_period

set non_clock_inputs [all_inputs -no_clocks]
set_input_delay [expr $clk_period * $clk_io_pct] -clock clk0 $non_clock_inputs
set_output_delay [expr $clk_period * $clk_io_pct] -clock clk0 [all_outputs]
```
==> flow_summary.json <==
{
  "die_x_um": 80,
  "crit_path_max_fanout": 3,
  "slowest_delay_ns": 0.21,
  "synth.largest_area_cell": "ha_1",
  "crit_arrival_ns": 1.23,
  "n_clock_buffer": 0,
  "syn_inst": 32,
  "fin_area_um2": 423,
  "status": "finished, violations left",
  "gp_congestion": 0.695,
  "drive_above_1_share": 0.417,
  "flops": 0,
  "antenna_left": 0,
  "cp-start-kind": "primary input",
  "critPathBufInv": 4,
  "design_power_total_mw": 0.104,
  "whs_ns": 0.966,
  "overflow": 0,
  "syn_avg_cell_area_um2": 6.53,
  "ys_seq_share": 0,
  "drc": 0,
  "ios": 14,
  "ys_types": 17,
  "core.rowCount": 21,
  "warnings": 37,
  "grt_pass1_wl_um": 1150,
  "dp_hpwl_um": 569,
  "die_y_um": 80,
  "hold_path_class": "primary input to output port",
  "synth_top_area_share": 0.240,
  "place_area_um2": 404,
  "period_used_share": 1.02,
  "drt-vias-per-instance": 2.80,
  "ff_latch_area_um2": 0,
  "grt_max_degree": 11,
  "first_pass_iters": 2,
  "cp_top_family": "buffers and inverters",
  "routed_wirelength_um": 685,
  "cap_violations": 0,
  "grt_usage": 0.0205,
  "first_global_vias": 255,
  "fp-utilization": 0.0612,
  "drtIter0Drc": 5,
  "yosys_warnings": 1,
  "yosysCellCount": 32,
  "portBuffers": 12,
  "synth.area.top_cells": "ha_1, nor2_1, a22o_1",
  "p_leak_nw": 0.194,
  "violations": "negative setup slack",
  "timing.fmax_ghz": 0.656,
  "crit_required_ns": 1.20,
  "antenna_cells": 0,
  "netlist_area_um2": 209,
  "cts_hold_buf": 0,
  "layout_min_cycle_time_ns": 1.53,
  "num_vias": 263,
  "slowest_stage": "or2_0",
  "antenna_found_initial": 0,
  "path_class": "primary input to output port",
  "chip_area_mm2": 0.00640,
  "drv_slew": 0,
  "dp_slack_ns": -0.832,
  "coreArea_mm2": 0.00342,
  "path_cells": "buf_8, inv_4, ha_4, buf_6, or2_0, a31oi_1, buf_2",
  "setup_viol": 1,
  "rsz0062_at_grt": "yes",
  "critPathCaptureType": "output port",
  "ir_worst_vdd_mv": 0.0311,
  "power_density_mw_per_mm2": 245,
  "finalHoldViolations": 0,
  "ys_area_um2": 209,
  "routedWlPerCell_um": 7.29,
  "setup_ws_ns": -0.0254,
  "area_growth_pct": 102
}
[cells in the final DEF (no fill, tap or decap), drive strengths merged]
cell,synthesis,layout
conb,1,2
nor2,5,5
dlygate4sd2,0,3
o211ai,1,1
inv,3,3
mux2i,1,1
a22o,2,2
a21oi,2,2
buf,4,12
ha,4,4
clkdlybuf4s50,0,2
and2,1,1
nand2,2,2
o21ai,3,3
nand2b,1,1
a31oi,1,1
clkbuf,0,2
or2,1,1
[cell type report]
class | instances | area [um2]
fill | 396 | 2990
inverter | 3 | 16.3
multi-input combinational | 26 | 185
tap | 46 | 57.6
timing repair buffer | 19 | 164
[kinds of logic (layout without fill, tap and decap cells)]
logic type               count (synthesis)  in the layout  share of synthesized area
AND/OR/NAND/NOR                         10             10                      0.222
adder cells (fa/ha/maj)                  4              4                      0.240
buffers and inverters                    7             22                      0.204
multiplexers                             1              1                     0.0479
other                                    1              2                     0.0179
AND-OR/OR-AND                            9              9                      0.269
[metrics by stage]
stage / std cells / setup TNS, ns / util
floorplan: 33 / 0 / -
global placement: 93 / -4.99 / 0.118
detailed placement: 93 / -5.00 / 0.118
CTS: 94 / -0.0362 / 0.122
global route: 94 / -0.229 / 0.124
finish: 94 / -0.0254 / 0.124
[cell usage after synthesis (all sizes together)]
master and n:
nand2b 1, and2 1, nand2 2, inv 3, a22o 2, o21ai 3
mux2i 1, buf 4, or2 1, o211ai 1, ha 4, nor2 5
a31oi 1, conb 1, a21oi 2
[path summary, 6_finish.rpt]
| check | depth (start not counted) | slack (ns) | end | startpoint |
|---|---|---|---|---|
| min | 3 | 0.97 | x[0] | a[2] |
| max | 7 | -0.03 | x[1] | a[0] |
[power breakdown]
group / internal (mW) / leakage [nW] / switching, mW
combinational: 0.0633 / 0.194 / 0.0403
clock: 0 / 0 / 0
sequential: 0 / 0 / 0
total: 0.0633 / 0.194 / 0.0403
[routing by layer]
metal	wire length (um)	part of all wire	up-vias	global-route usage
met2	281	0.41	10	0.0345
met5	0	0	-	0
met3	92	0.13	0	0.00795
met1	311	0.45	118	0.0257
met4	0	0	0	0
li1	-	-	135	-
[what timing repair did]
action / CTS / global route
buffers inserted: 1 / 0
gates cloned: 0 / 0
resized: 37 / 9
endpoints found under the setup margin: 8 / 6
pin swaps: 7 / 6
No activity file was given, so power comes from the tool's default toggle rates.
