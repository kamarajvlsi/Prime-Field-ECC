--- flow/config.mk ---
export PLATFORM = sky130hd
export DESIGN_NAME = modulus
export DESIGN_NICKNAME = modulus
export VERILOG_FILES = /design/flow/design.v
export SDC_FILE = /design/flow/constraint.sdc
export NUM_CORES = 4
export LEC_CHECK = 1
export CORE_UTILIZATION = 30
--- flow/run.sh ---
#!/bin/bash
# OpenROAD 26Q1-2900-gdf79404cd8, Yosys 0.63+post, stock flow scripts
make -C /OpenROAD-flow-scripts/flow DESIGN_CONFIG=/design/flow/config.mk WORK_HOME=/design/flow/orfs finish
--- flow/constraint.sdc ---
current_design modulus

set clk_period 111.4
set clk_io_pct 0.2

create_clock -name clk0 -period $clk_period

set non_clock_inputs [all_inputs -no_clocks]
set_input_delay [expr $clk_period * $clk_io_pct] -clock clk0 $non_clock_inputs
set_output_delay [expr $clk_period * $clk_io_pct] -clock clk0 [all_outputs]
--- flow/design.v ---
module modulus(a,b,out);
  input signed[14:0]a,b;
  output signed[14:0]out;
  assign out=a%b;
endmodule
==> summary.txt <==
Status: finished, final reports clean
Startpoint Class: primary input
I/O pins: 45
Critical-path top delay cell: nor2_1
Layout sequential cell count: 0
HPWL reported at the end of detailed placement: 23.69 mm
Leak: 3.908 nW
Share of final-layout standard cells stronger than drive strength 1: 6.135%
Crit-path max cell delay: 0.79 ns
Max frequency: 12.89 MHz
Footprint of the flip-flops and latches: 0 sq um
DP Area: 0.009203 sq mm
Number of cells in Yosys stat: 1233
Area Growth Syn to Fin: 10.22%
Chip Height: 168.9 um
DR DRC count: 0
Setup repair bufs after CTS: 0
Maximum vdd ir drop: 0.02458 mV
Setup repair after global routing missed its margin: false
Mapped Avg Cell Area: 6.774 sq um
Kind of critical path: in -> out
Die Size: 0.02851 sq mm
Final hold vios: 0
Vias in the first global route: 8416
Most frequent cells after synthesis: 137 x nand2_1, 125 x ha_1, 113 x nor2_1
Period Utilization, post-route: 69.66%
WL final: 29.15 mm
Via count: 9403
Setup_tns: 0 ns
Arrival time reported for the critical path endpoint: 55.33 ns
Last weighted congestion value of the routability-driven placer: 1.015
Area share of the largest cell type after synthesis: 18.73%
Chip Area, Yosys: 0.008352 sq mm
Post-cts hold buffer count: 0
Overall track demand over capacity in global routing: 20.47%
Number of pins with negative max-slew slack in the final report: 0
Distinct cell type count after synthesis: 89
Number of clock buffer instances in the layout: 0
Floorplan core density: 30.82%
Main area contributors after synthesis: ha_1 19%, xnor2_1 6.6%, nand2_1 6.2%, a21oi_1 5.6%, nor2_1 5.1%
Max Cap Viol: 0
Number of placement rows: 60
Ratio of total power to cell area: 21.31 mW/mm^2
Largest net degree at the start of global routing: 30
Worst slew margin: 32.42%
Final setup violation count: 0
Hold Crit Class: in -> out
Clock period minus final worst setup slack: 77.61 ns
Drt wl/cell: 17.90 um
CTS-repair resized insts: 0
Iteration tally of the first detailed-router pass: 5
Maximum net fanout on the critical path: 20
Number of cells produced by synthesis: 1233
Global-route wire length before repair: 45.93 mm
OpenROAD warning count: 34
Total congestion overflow after global routing: 0
Sequential-to-total area share from yosys stat: 0%
Yosys top cell by area: ha_1
CP dominant cell by count: ha_1
Core area: 0.02710 sq mm
Antenna violations before repair: 1
Final design area excluding fillers: 0.009205 sq mm
Post-route antenna net violation count: 0
Die width: 168.9 um
Setup crit end kind: primary output
Via density per instance: 5.776
Post-Syn Area: 0.008352 sq mm
Yosys Warn Count: 0
Most popular library cell in the synthesized design by count: nand2_1
Required time of the critical path: 89.12 ns
Tally of buffers added on design ports: 45
Number of DRC violations after detailed-routing iteration 0: 788
Transition at the pin with the smallest max-transition slack: 1.010 ns
## cell usage in the layout, fill, tap and decap left out, types with 15 or more instances in the layout
cell type / n
nand4_1: 15
nand2b_1: 19
inv_1: 45
clkdlybuf4s50_1: 45
nand3_1: 32
nor2_1: 113
o211ai_1: 16
xor2_1: 43
a21oi_1: 94
o21a_1: 37
or2_2: 19
o31ai_1: 15
ha_1: 125
o21ai_0: 74
xnor2_1: 63
a211oi_1: 21
nand2_1: 137
a31oi_1: 23
a21o_1: 32
buf_4: 17
nor3_1: 45
or3_1: 18
## cells by family (layout without fill, tap and decap cells)
| group | after synthesis | after routing | share of synthesized area (%) |
|---|---|---|---|
| compound gates | 427 | 427 | 35.10 |
| xor+xnor | 108 | 108 | 11.51 |
| fa+ha+maj | 126 | 126 | 18.97 |
| buf+inv | 86 | 108 | 4.419 |
| mux | 24 | 24 | 3.026 |
| other cells | 0 | 1 | 0 |
| simple gates | 462 | 462 | 26.98 |
## cell type report
class / instances / area [sq um]
timing repair buffer: 62 / 578.1
multi-input combinational: 1147 / 7986
inverter: 46 / 172.7
antenna: 1 / 2.502
tap: 372 / 465.4
fill: 2891 / 17900
## critical path, delay by kind of cell
family / cells / cell delay (ns)
AOI/OAI and AO/OA: 68 / 17.10
and+or+nand+nor: 32 / 8.06
adders and majority gates: 14 / 4.59
buffers and inverters: 9 / 2.15
xor gates and xnor gates: 2 / 0.72
muxes: 1 / 0.34
## per-stage QoR
step | worst slack, ns | util (%) | hold slack (ns) | std cells | total power [mW]
6_report | 33.79 | 33.97 | 45.78 | 1628 | 0.1962
5_1_grt | 30.95 | 33.97 | 45.83 | 1628 | 0.2159
4_1_cts | 34.26 | 33.96 | 45.78 | 1627 | 0.1945
3_5_place_dp | 34.39 | 33.96 | 45.77 | 1627 | 0.1927
3_3_place_gp | 34.56 | 33.96 | 45.78 | 1627 | 0.1954
2_1_floorplan | 39.37 | - | 44.69 | 1233 | 0.1331
## layer usage
layer	wire length, um	part of all wire (%)	up-vias	global-route usage [%]
met2	12460	43	335	32.21
met3	1638	5.6	43	1.452
met1	14280	49	4331	30.45
met4	775	2.7	0	4.506
met5	0	0	-	0
li1	-	-	4694	-
## final timing paths
kind	slack [ns]	end	from	cells past startpoint
worst max-delay path	33.79	out[14]	b[3]	126
worst min-delay path	45.78	out[0]	a[0]	4
## where the power goes
part           switching, mW     total [mW]  leakage (nW)   internal, mW
logic                  0.108          0.196          3.91         0.0886
registers                  0              0             0              0
clock network              0  0.00000000121    0.00000634  0.00000000120
total                  0.108          0.196          3.91         0.0886
Power and IR drop assume default switching activity.
